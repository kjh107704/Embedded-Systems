--- design/flow/run.sh ---
#!/bin/bash
# OpenROAD 26Q1-2900-gdf79404cd8, Yosys 0.63+post, stock flow scripts
make -C /OpenROAD-flow-scripts/flow DESIGN_CONFIG=/design/flow/config.mk WORK_HOME=/design/flow/orfs finish
--- design/flow/config.mk ---
export PLATFORM = sky130hd
export DESIGN_NAME = Barrel_Shifter
export DESIGN_NICKNAME = Barrel_Shifter
export VERILOG_FILES = /design/flow/design.v
export SDC_FILE = /design/flow/constraint.sdc
export NUM_CORES = 4
export LEC_CHECK = 1
export CORE_UTILIZATION = 40
--- design/flow/constraint.sdc ---
current_design Barrel_Shifter

set clk_period 5.6
set clk_io_pct 0.2

create_clock -name clk0 -period $clk_period

set non_clock_inputs [all_inputs -no_clocks]
set_input_delay [expr $clk_period * $clk_io_pct] -clock clk0 $non_clock_inputs
set_output_delay [expr $clk_period * $clk_io_pct] -clock clk0 [all_outputs]
--- design/flow/design.v ---
module Barrel_Shifter(SH_DIR,SH_AMT,D_IN,D_OUT);
    input SH_DIR;
    input [4:0]SH_AMT;
    input [31:0]D_IN;
    output [31:0]D_OUT;
    wire [31:0]N1,N2,N3,N4;
    Shifter_Amount_16 Shifter_16(SH_DIR,SH_AMT,D_IN,N1);
    Shifter_Amount_8 Shifter_8(SH_DIR,SH_AMT,N1,N2);
    Shifter_Amount_4 Shifter_4(SH_DIR,SH_AMT,N2,N3);
    Shifter_Amount_2 Shifter_2(SH_DIR,SH_AMT,N3,N4);
    Shifter_Amount_1 Shifter_1(SH_DIR,SH_AMT,N4,D_OUT);
endmodule
module Shifter_Amount_1(SH_DIR,SH_AMT,D_IN,D_OUT);
    input SH_DIR;
    input [4:0]SH_AMT;
    input [31:0]D_IN;
    output reg[31:0]D_OUT;
    always @(SH_DIR,SH_AMT,D_IN)
        begin
            if(SH_AMT[0]==1)
            begin
                if(SH_DIR==1'b1)     
                    begin
                        D_OUT[30:0] <= D_IN[31:1];
                        D_OUT[31] <= {1{D_IN[31]}};
                    end
                else                 
                    begin
                        D_OUT[31:1]<=D_IN[30:0];
                        D_OUT[0]<= 0;
                    end
            end
            else
                D_OUT<=D_IN;
        end
endmodule
module Shifter_Amount_16(SH_DIR,SH_AMT,D_IN,D_OUT);
    input SH_DIR;
    input [4:0]SH_AMT;
    input [31:0]D_IN;
    output reg[31:0]D_OUT;
    always @(SH_DIR,SH_AMT,D_IN)
        begin
            if(SH_AMT[4]==1)
            begin
                if(SH_DIR==1'b1)     
                    begin
                        D_OUT[15:0] <= D_IN[31:16];
                        D_OUT[31:16] <= {16{D_IN[31]}};
                    end
                else                 
                    begin
                        D_OUT[31:16]<=D_IN[15:0];
                        D_OUT[15:0]<={16{1'b0}};
                    end
            end
            else
                D_OUT<=D_IN;
        end
endmodule
module Shifter_Amount_2(SH_DIR,SH_AMT,D_IN,D_OUT);
    input SH_DIR;
    input [4:0]SH_AMT;
    input [31:0]D_IN;
    output reg[31:0]D_OUT;
    always @(SH_DIR,SH_AMT,D_IN)
        begin
            if(SH_AMT[1]==1)
            begin
                if(SH_DIR==1'b1)     
                    begin
                        D_OUT[29:0] <= D_IN[31:2];
                        D_OUT[31:30] <= {2{D_IN[31]}};
                    end
                else                 
                    begin
                        D_OUT[31:2]<=D_IN[29:0];
                        D_OUT[1:0]<={2{1'b0}};
                    end
            end
            else
                D_OUT<=D_IN;
        end
endmodule
module Shifter_Amount_4(SH_DIR,SH_AMT,D_IN,D_OUT);
    input SH_DIR;
    input [4:0]SH_AMT;
    input [31:0]D_IN;
    output reg[31:0]D_OUT;
    always @(SH_DIR,SH_AMT,D_IN)
        begin
            if(SH_AMT[2]==1)
            begin
                if(SH_DIR==1'b1)     
                    begin
                        D_OUT[27:0] <= D_IN[31:4];
                        D_OUT[31:28] <= {4{D_IN[31]}};
                    end
                else                 
                    begin
                        D_OUT[31:4]<=D_IN[27:0];
                        D_OUT[3:0]<={4{1'b0}};
                    end
            end
            else
                D_OUT<=D_IN;
        end
endmodule
module Shifter_Amount_8(SH_DIR,SH_AMT,D_IN,D_OUT);
    input SH_DIR;
    input [4:0]SH_AMT;
    input [31:0]D_IN;
    output reg[31:0]D_OUT;
    always @(SH_DIR,SH_AMT,D_IN)
        begin
            if(SH_AMT[3]==1)
            begin
                if(SH_DIR==1'b1)     
                    begin
                        D_OUT[23:0] <= D_IN[31:8];
                        D_OUT[31:24] <= {8{D_IN[31]}};
                    end
                else                 
                    begin
                        D_OUT[31:8]<=D_IN[23:0];
                        D_OUT[7:0]<={8{1'b0}};
                    end
            end
            else
                D_OUT<=D_IN;
        end
endmodule
==> impl_metrics.toml <==
# synthesis and place-and-route metrics
[outcome]
outcome = "finished, final reports clean"

[place]
placed_cells = 915
dp_hpwl_um = 18500
numPortBuffers = 70
gp_congestion = 1.03

[drt]
drt_iter0_drc = 993
via_per_inst = 7.46
totalWireLength_um = 25000
wl_per_cell_um = 27.3
vias = 6826
drc = 0
ant_nets = 0
dr.pass1.iters = 6
insertedDiodeCount = 0

[global_routing]
grt_start_max_net_pins = 66
grt_pass1_vias = 6231
antenna_found_initial = 0
gr-total-overflow = 0
grt_usage_pct = 40.0
grt_pass1_wl_um = 37600

[die]
die_width_um = 111
io_pins = 70
floorplan.core_util_pct = 41.3
coreArea_um2 = 11500
rows = 39
dieArea_um2 = 12300
die_y_um = 111

[worst_setup_path]
critical_path_class = "in -> out"
start_kind = "input pin"
crit_chain = "buf_4 -> inv_1 -> buf_4 -> nor2_1 -> nand2_1 -> o32a_1 -> nand4_1 -> clkdlybuf4s50_1"
worst_path_largest_cell_delay_ns = 0.55
crit_path_frequent_cell = "buf_4"
cp-startpoint = "SH_DIR"
critPathBufInv = 4
cp_top_family = "buffers and inverters"
cp_slowest_cell = "buf_4"
path_max_fanout = 65
cp.arrival_ns = 4.14
cp.required_ns = 4.48
crit_path_end_kind = "output pin"

[final_timing]
maxSlewViolCount = 0
slew_headroom_pct = 40.7
min_period_over_period_pct = 93.9
final-setup-viol-count = 0
max_slew.worst_pin.slew_ns = 0.886
fmax_ghz = 0.190
setup_tns_ns = 0
min_period_ns = 5.26
grt_setup_unrepaired = "false"
finalHoldViolCount = 0

[logic_synthesis]
ys_sh_adder_pct = 0
aoi_share_pct = 49.3
yosys_area_um2 = 4740
logic_family = "AND-OR/OR-AND gates"
ys_cells = 748
ys_sh_xor_pct = 0
yosysWarnings = 5
synthDistinctLibCells = 84
ys_seq_share_pct = 0
ys_sh_mux_pct = 11.8
syn_inst = 748
synth_area_um2 = 4740
ys_sh_simple_pct = 29.1
syn-mean-instance-area_um2 = 6.34

[final_layout]
clock_buffers = 0
final_cells = 915
fillCellCount = 1168
nFlopsAndLatches = 0
syn2layout_area_growth_pct = 15.3
seqCellArea_um2 = 0
drive_above_1_share_pct = 10.2

[pwr]
p_leak_nw = 1.95
vdd_ir_drop_max_mv = 0.0560
p_per_area_nw_per_um2 = 107

[hold_path]
hold_path_class = "in -> out"
min_from = "SH_AMT[1]"

[flow_run]
tool_warnings = 32
drv_cap = 0

[clock_tree]
cts-hold-fix-buffers = 0
post-cts-setup-buffers = 0
cts_resized = 0
-- layout by cell type (no fill, tap or decap), types with 8 or more instances in the layout --
master	count
a21oi_1	44
and2_1	9
nand3_1	27
a211oi_1	23
a221oi_1	8
o21ai_0	70
a31oi_1	18
mux2_2	12
nand2_1	67
clkdlybuf4s50_1	65
o22ai_1	9
nand2b_1	25
nor2_1	65
a211o_1	8
mux2i_1	34
nor3_1	26
inv_1	10
buf_4	35
o211ai_1	27
o221ai_1	16
nor2b_1	9
-- cells by family after synthesis --
| family | after synthesis |
|---|---|
| and+or+nand+nor | 275 |
| AOI/OAI and AO/OA | 329 |
| buffers and inverters | 94 |
| muxes | 50 |
-- through the flow --
stage	hold slack (ns)	utilization [%]	total power, mW	setup slack (ns)	instance area, um2
after floorplan	2.40	-	0.335	1.79	4740
after global placement	3.18	47.7	0.566	0.488	5470
after detailed placement	3.16	47.7	0.562	0.458	5470
after CTS	3.18	47.7	0.565	0.426	5470
after global routing	3.21	47.7	0.619	0.155	5470
final	3.19	47.7	0.585	0.341	5470
-- cell usage after synthesis (5+ instances only) --
library cell   n  area [um2]
o22a_1         6        52.6
nand2_1       67         251
mux2i_1       34         340
a311oi_1       6        52.6
nand2b_1      25         156
and3_1         5        31.3
a31oi_1       18         113
a22oi_1        5        37.5
nor2b_1        9        56.3
nor4_1         6        37.5
a21o_1         7        52.6
o211ai_1      27         203
buf_6          5        56.3
a211o_1        8        70.1
nor3_1        26         130
a211oi_1      23         173
o21ai_0       70         350
buf_4         11        82.6
o221ai_1      16         140
o211a_1        5        50.1
and2_1         9        56.3
nand3_1       27         135
a21oi_1       44         220
o31ai_1        5        37.5
o22ai_1        9        56.3
buf_1          5        18.8
clkbuf_1      30         113
buf_2         29         145
inv_1         10        37.5
nor2_1        65         244
a221oi_1       8        70.1
o21ai_1        6        30.0
a32oi_1        7        61.3
or2_2          5        31.3
mux2_2        12         135
-- report_power, final --
part / internal, mW / switching (mW) / leakage (nW)
Clock: 0 / 0 / 0
Combinational: 0.238 / 0.347 / 1.95
Sequential: 0 / 0 / 0
-- final cells by class --
| type | count | area [um2] | area share (%) |
|---|---|---|---|
| multi-input combinational | 654 | 4270 | 78.1 |
| timing repair buffer | 105 | 968 | 17.7 |
| tap | 143 | 179 | 3.27 |
| inverter | 13 | 48.8 | 0.892 |
-- per-layer routing --
layer | vias up | global-route usage (%) | wire (um)
li1 | 2978 | - | -
met1 | 3201 | 53.4 | 9730
met2 | 539 | 60.7 | 10700
met3 | 108 | 9.31 | 3030
met4 | 0 | 19.1 | 1540
met5 | - | 0 | 0
-- path summary, 6_finish.rpt --
| kind | slack, ns | depth (start not counted) | end |
|---|---|---|---|
| max | 0.34 | 8 | D_OUT[17] |
| min | 3.19 | 4 | D_OUT[31] |
Power figures rest on the tool's default switching activity, not on a simulated workload.
