$ cat /design/flow/run.sh
#!/bin/bash
# OpenROAD 26Q1-2900-gdf79404cd8, Yosys 0.63+post, stock flow scripts
make -C /OpenROAD-flow-scripts/flow DESIGN_CONFIG=/design/flow/config.mk WORK_HOME=/design/flow/orfs finish
$ cat /design/flow/config.mk
export PLATFORM = sky130hd
export DESIGN_NAME = Sram_Result
export DESIGN_NICKNAME = Sram_Result
export VERILOG_FILES = /design/flow/design.v
export SDC_FILE = /design/flow/constraint.sdc
export NUM_CORES = 4
export LEC_CHECK = 1
export CORE_UTILIZATION = 50
$ cat /design/flow/constraint.sdc
current_design Sram_Result

set clk_period 68.6
set clk_io_pct 0.2

create_clock -name clk0 -period $clk_period [get_ports {Clk}]

set non_clock_inputs [all_inputs -no_clocks]
set_input_delay [expr $clk_period * $clk_io_pct] -clock clk0 $non_clock_inputs
set_output_delay [expr $clk_period * $clk_io_pct] -clock clk0 [all_outputs]
$ cat /design/flow/design.v
module Sram_Result(Data_In, Data_Out, Addr, RW, En, Clk, Rst);
input [6:0]Addr;
input RW;
input En;
input Clk;
input Rst;
input [31:0] Data_In;
output reg[31:0]Data_Out;
reg [31:0] Memory [0:(2**7-1)];
integer Index;
always @(posedge Clk)
begin
   Data_Out <= 32'b0;
   if(Rst == 1)
   begin
      for(Index = 0; Index < (2**7); Index = Index + 1)
      begin
         Memory[Index] <= 32'b0;
      end
   end
   else if(En == 1'b1 && RW == 1'b1)  
   begin
      Memory[Addr] <= Data_In; 
   end
   else if(En == 1'b1 && RW == 1'b0)  
   begin
      Data_Out <= Memory[Addr]; 
   end
end
endmodule
==> results.ini <==
[setup_path]
reg2reg_depth=6
r2r_start=Memory[6][20]
crit_path_end_kind=flop
reg2reg_slack_ns=64.53
cp_max_fo=60
critPathRequiredTime_ns=69.49
arrival_ns=20.00
r2r_end=Data_Out[20]
critPathKind=in2reg
cp-start-kind=primary input

[clock_tree]
cts_buffers=435
cts_setup_buffers=0
clk_latency_ns=1.03
htreeDepth=5
clock-sinks=4128
cts-root-buf=clkbuf_16
cts_buffer_depth=4
cts_resized=0
postCtsHoldBufs=0
cts_tree=built
cts.clk_slew.worst_paths_ns=0.06

[synthesis]
largest_area_cell=edfxtp_1
syn_avg_cell_area_sq_um=13.3
ys_area_sq_um=188000
yosys-top-cells-area=edfxtp_1 (65%), and2_1 (14%), mux2i_1 (2.4%)
edf_count=4096
synthArstFlopShare_pct=0
postSynthSeqShare_pct=65.7
syn_area_sq_um=188000
ys.flops=4128
syn_inst=14200
ff_type=edfxtp_1
yosys_cells=14200
top_cell_area_share_pct=65.4
ys_warn_count=1
ys_types=73

[detailed_routing]
routed_wl_um=689000
dr_total_vias=119000
dr.pass1.iters=9
wl_per_cell_um=35.9
drt_iter0_markers=9461
final_antenna_net_count=0
drc=0
vias_per_cell=6.22

[pwr]
cellLeakagePower_nw=72.6
power.density_nw_per_um2=27.4
peakVddDrop_mv=0.0240
power_mw=5.69

[layout]
area_growth_pct=10.4
flop_area_sq_um=124000
postLayoutCoreUtil_pct=55.6
finalNonFillerCells=19200
logic_area_sq_um=58300
stdcell_area_sq_um=208000
fillers=28500
drive_gt1_share_pct=13.2

[sta]
fmax_mhz=52.3
hold_violations=0
fin_ws_ns=49.49
hold_slack_ns=0.694
layout_min_cycle_time_ns=19.11
slew_violations=3
final.setup.tns_ns=0
worst_pin_slew_ns=1.56
finalClockPeriodUsage_pct=27.9
rsz0062_at_grt=no
final-setup-viol-count=0
finClkSkew_ns=0.0504
relSlewSlack_pct=-5.25

[floorplan]
die_x_um=615
core_sq_um=373000
ios=75
chipHeight_um=615
die-area_sq_um=379000
placementRows=224
fp_util_pct=50.4

[hold_path]
hold_start=Memory[91][16]
whs_path_depth=5
min_to=Data_Out[16]
hp-class=reg2reg

[outcome]
status=finished with violations
violations=max-capacitance violations, max-slew violations

[global_route]
first_global_vias=122000
overflow=0
grt_max_degree=94
grt_antenna_before_repair=57
grt_pass1_wl_um=957000
grt_util_all_layers_pct=40.2

[place]
placed_area_sq_um=194000
dp_slack_ns=48.75
dp.cells=18300
dp_hpwl_um=423000
port_buffers=74
place_congestion=1.02

[job]
drv_cap=2
warnings=27

Yosys cell counts, types with 32 or more instances:
library cell	count
dfxtp_1	32
o2bb2ai_1	49
mux4_2	105
a22oi_1	358
o211ai_1	53
edfxtp_1	4096
nand3_1	49
nor2_1	388
a221oi_1	387
clkbuf_1	1062
o22ai_1	162
o221ai_1	64
buf_2	307
mux2i_1	453
nor3_1	69
o2111ai_1	41
buf_4	74
a31oi_1	34
and2_1	4113
o22a_1	55
a21oi_1	453
a22o_1	65
mux2_2	137
nand2_1	477
buf_1	53
a222oi_1	167
a221o_1	58
o21ai_0	284
or2_2	131
nor2b_1	34
buf_6	39
sequential cells by signal (all words and copies together), names as in the netlist:
register,count
Data_Out,32
Memory,4096
layout make-up:
class | instances | share of cell area [%]
clock inverters | 251 | 1.02
multi-input cells | 8504 | 28.1
flip-flops and latches | 4128 | 59.5
diodes | 62 | 0.0747
repair buffers | 712 | 2.75
well taps | 4972 | 3.00
clock buffers | 538 | 5.52
inverters | 5 | 0.0199
per-layer routing:
layer	share of wire [%]	GRT usage [%]	routed length, um	up-vias
li1	-	-	-	51400
met1	31	47.9	216000	58200
met2	43	53.4	296000	7950
met3	18	30.6	127000	1560
met4	7.2	21.8	49500	60
met5	0.24	3.18	1630	-
where the power goes:
group,switching (mW),internal (mW),total (mW)
logic,0.358,0.115,0.474
clock network,0.984,1.31,2.29
registers,0.0357,2.89,2.93
total,1.38,4.32,5.69
how the worst max path moves through the flow:
| stage | from | to |
|---|---|---|
| 6_report | Addr[0] | Data_Out[22] |
| 5_1_grt | Addr[0] | Data_Out[22] |
| 4_1_cts | Addr[0] | Data_Out[7] |
critical path, cell delays in order:
cell	delay, ns
buf_8	0.39
buf_4	0.56
buf_4	0.58
buf_4	0.54
buf_4	0.55
buf_4	0.49
buf_4	0.57
mux4_2	0.59
nor2_1	0.20
nor2_1	0.09
o21ai_0	0.85
or4_1	0.29
o2111ai_1	0.13
o31a_1	0.28
placed cells by master (no fill, tap or decap), drive strengths merged, types with 34 or more instances in the layout:
cell,n
o22ai,162
a22o,65
mux2i,453
o221ai,64
or2,131
diode,62
a221o,58
clkdlybuf4s50,36
nand2,478
o2111ai,41
nor2b,35
nand3,49
clkinv,197
a222oi,167
o22a,55
nor3,70
clkbuf,538
edfxtp,4096
buf,676
o2bb2ai,49
o21ai,286
a21oi,453
a31oi,34
bufinv,35
nor2,400
a221oi,395
and2,4113
a22oi,358
mux2,137
o211ai,53
mux4,105
kinds of logic (layout without fill, tap and decap cells):
kind of cell	count (synthesis)	count (layout)	share of synthesized area [%]
mux	695	695	4.49
other cells	0	62	0
simple gates	5360	5360	16.6
buf+inv	1540	1506	3.58
compound gates	2449	2449	9.57
flops	4128	4128	65.7
Power figures rest on the tool's default switching activity, not on a simulated workload.
