$ cat ./config.mk
export PLATFORM = sky130hd
export DESIGN_NAME = SAD
export DESIGN_NICKNAME = SAD
export VERILOG_FILES = /design/flow/design.v
export SDC_FILE = /design/flow/constraint.sdc
export NUM_CORES = 4
export LEC_CHECK = 1
export CORE_UTILIZATION = 50
$ cat ./constraint.sdc
current_design SAD

set clk_period 11.9
set clk_io_pct 0.2

create_clock -name clk0 -period $clk_period [get_ports {Clk}]

set non_clock_inputs [all_inputs -no_clocks]
set_input_delay [expr $clk_period * $clk_io_pct] -clock clk0 $non_clock_inputs
set_output_delay [expr $clk_period * $clk_io_pct] -clock clk0 [all_outputs]
$ cat ./design.v
module SAD(Go, A_Addr, A_Data,B_Addr, B_Data,C_Addr, I_RW,I_En, O_RW,O_En,Done,SAD_Out, Clk, Rst);
input Go;
input [7:0] A_Data,B_Data;
output reg [14:0] A_Addr,B_Addr;
output reg [6:0] C_Addr;
output reg I_RW,I_En,O_RW,O_En,Done;
output reg [31:0] SAD_Out;
input Clk,Rst;
parameter S0 = 3'b000, S1 = 3'b001, S2 = 3'b010, S3a = 3'b011, S3 = 3'b100, S4 = 3'b101, S5 = 3'b110;
reg [2:0] State;
reg[31:0] Sum;
integer I, J, K;
function [14:0] ABSDiff;
    input [14:0] A;
    input [14:0] B;
    if(A>B)
    begin
        ABSDiff = A - B;
    end
    else
    begin
       ABSDiff = B - A; 
    end
endfunction
always @(posedge Clk)
begin
   if(Rst == 1'b1)
   begin
      A_Addr <= {15{1'b0}};
      B_Addr <= {15{1'b0}};
      I_RW <= 1'b0;
      I_En <= 1'b0;
      C_Addr <= {6{1'b0}};
      O_RW <= 1'b0;
      O_En <= 1'b0;
      Done <= 1'b0;
      State <= S0;
      Sum <= 32'b0;
      SAD_Out <= 32'b0;
      I <= 0; J <= 0; K <= 0;
   end 
   else
   begin
       A_Addr <= {15{1'b0}};
       B_Addr <= {15{1'b0}};
       I_RW <= 1'b0;
       I_En <= 1'b0;
       C_Addr <= {6{1'b0}};
       O_RW <= 1'b0;
       O_En <= 1'b0;
       Done <= 1'b0;
       SAD_Out <= 32'b0;
       case(State)
            S0:begin
                if(Go == 1'b1)
                    State <= S1;
                else
                    State <= S0;
            end
            S1:begin
               Sum <= 32'b0;
               J <= 0;
               State <= S2; 
            end
            S2:begin
               if(!(J==256))
               begin
                    State <= S3a;
                    A_Addr <= I;
                    B_Addr <= I;
                    I_RW <= 1'b0;
                    I_En <= 1'b1;
               end
               else
                    State <= S4;
            end
            S3a:begin
               State <= S3; 
            end
            S3:begin
               Sum <= Sum + ABSDiff(A_Data,B_Data);
               I = I + 1;
               J = J + 1;
               State <= S2; 
            end
            S4:begin
                SAD_Out <= Sum;
                C_Addr <= K;
                K = K + 1;
                O_RW <= 1'b1;
                O_En <= 1'b1;
                if(!(I==32768))
                begin
                    State <= S1;
                end
                else
                begin
                    State <= S5;
                end
            end
            S5:begin
                Done <= 1'b1;
                State <= S0;
            end
       endcase
   end
end
endmodule
$ cat ./run.sh
#!/bin/bash
# OpenROAD 26Q1-2900-gdf79404cd8, Yosys 0.63+post, stock flow scripts
make -C /OpenROAD-flow-scripts/flow DESIGN_CONFIG=/design/flow/config.mk WORK_HOME=/design/flow/orfs finish
==> qor.log <==
qor: grt.antenna_found_initial 0
qor: yosys.yosys-stat-area 8200 um2
qor: grt.grt_use_total 22.1%
qor: clock_tree.insertion_delay 0.42 ns
qor: clock_tree.tritoncts_clock_tree done
qor: placed_design.port-buffer-count 91
qor: timing.max-slew-margin-rel 57.8%
qor: power.leakagePower 3.83 nW
qor: clock_tree.max_buffers_root_to_sink 2
qor: clock_tree.post-cts-setup-buffers 0
qor: setup_path.arrival 6.97 ns
qor: cells_and_area.final_layout_size_suffix_gt1_share 6.49%
qor: yosys.warnings_synthesis 1
qor: setup_path.crit_required 12.25 ns
qor: run_status.run_status completed
qor: clock_tree.clk_transition_reported_paths 0.07 ns
qor: clock_tree.h-tree-depth 4
qor: drt.antenna-diode-count 0
qor: grt.grt_first_pass_wirelength 29.4 mm
qor: die.floorplan.core_util 51.4%
qor: setup_path.setup.worst_path.start_class primary input
qor: clock_tree.cts_hold_buffers 0
qor: grt.grt-ovfl-total 0
qor: setup_path.critPathMostFrequentCell sky130_fd_sc_hd__a21oi_1
qor: timing.max_freq 0.151 GHz
qor: worst_hold_path.hold_path.class reg2reg
qor: timing.post-route-worst-setup-slack 5.28 ns
qor: drt.detail-route-antenna-nets 0
qor: drt.post-route-drc-count 0
qor: placed_design.post-dp-hpwl 12.2 mm
qor: drt.drt_wl_total 17.5 mm
qor: timing.finalHoldViolations 0
qor: setup_path.worstSetupEndpointType flip-flop
qor: die.core_region_area 15900 um2
qor: clock_tree.ctsResizeCount 0
qor: yosys.yosysCellCount 943
qor: yosys.yosys-top-cells-count sky130_fd_sc_hd__dfxtp_1 (167), sky130_fd_sc_hd__nor2_1 (93), sky130_fd_sc_hd__nand2_1 (67)
qor: yosys.netlist-cell-type-count 65
qor: timing.final.period_utilization 55.6%
qor: timing.final_report_max_slew_violation_count 0
qor: drt.detail_route.first_pass.iterations 7
qor: flow_run.openroad.warnings 40
qor: cells_and_area.synthToLayoutAreaGrowth 18.8%
qor: die.placement_rows 46
qor: yosys.synth_top_cell_by_count sky130_fd_sc_hd__dfxtp_1
qor: power.power-per-cell-area 124 nW/um2
qor: drt.vias 6797
qor: placed_design.place_worst_setup_slack 4.93 ns
qor: cells_and_area.final_area 9740 um2
qor: yosys.yosysTopAreaCell sky130_fd_sc_hd__dfxtp_1
qor: setup_path.critPathKind in2reg
qor: yosys.synthesis.area_per_instance 8.69 um2
qor: yosys.syn_inst 943
qor: grt.grt_start_max_net_pins 63
qor: setup_path.critical_path.cell_chain clkdlybuf4s50_1 > inv_1 > ha_1 > nand4_1 > a21oi_1 > o22ai_1 > or2_2 > mux2i_1 > a221oi_1 > buf_4 > ha_1 > nand4_1 > nor4_1 > o2111ai_1 > a21oi_1 > mux2_2 > a21oi_1
qor: cells_and_area.combinational_gate_area 4430 um2
qor: die.top_level_ports 93
qor: yosys.post-synth-top-area-fraction 40.8%
qor: grt.grt_pass1_vias 6228
qor: timing.setup_tns 0 ns
qor: die.die-area 16900 um2
qor: yosys.synth-main-ff-cell sky130_fd_sc_hd__dfxtp_1
qor: timing.fin_crit 6.62 ns
qor: timing.grt_setup_unrepaired false
qor: yosys.edf_count 0
qor: setup_path.critical-path-slowest-cell sky130_fd_sc_hd__nor4_1
qor: timing.worst-slew-pin-transition 0.634 ns
qor: setup_path.worst_path_largest_cell_delay 0.55 ns
qor: die.die_h 130 um
qor: die.die_width 130 um
qor: setup_path.critPathMaxFanout 10
qor: yosys.syn-cell-area 8200 um2
qor: yosys.synthTopCellsByArea sky130_fd_sc_hd__dfxtp_1 (41%), sky130_fd_sc_hd__ha_1 (6.1%), sky130_fd_sc_hd__and2_1 (4.3%)
qor: yosys.synth_sequential_area_ratio 40.8%
qor: drt.vias_per_cell 5.51
qor: yosys.postSynth.asyncResetShare 0%
qor: yosys.synth-seq-cells 167
qor: placed_design.placed_cell_area 9150 um2
qor: clock_tree.numClockSinks 167
qor: placed_design.replace_congestion 0.880
qor: power.ir_worst_vdd 108 uV
qor: drt.drt_iter0_markers 334
qor: clock_tree.cts_inserted_buffers 17
qor: clock_tree.root_buffer sky130_fd_sc_hd__clkbuf_16
qor: timing.clock_skew 0.00744 ns
qor: drt.detail_route.wl_per_cell 14.2 um
qor: cells_and_area.nFillCells 1347
qor: timing.setup_violations 0
qor: flow_run.maxCapViolations 0
qor: cells_and_area.seqCellArea 3340 um2
-- layout by cell type, fill, tap and decap left out, types with 4 or more instances in the layout --
cell and count:
sky130_fd_sc_hd__a211o_1 4, sky130_fd_sc_hd__a211oi_1 7, sky130_fd_sc_hd__a21o_1 10, sky130_fd_sc_hd__a21oi_1 58, sky130_fd_sc_hd__a31o_2 4, sky130_fd_sc_hd__and2_1 56
sky130_fd_sc_hd__and3_1 28, sky130_fd_sc_hd__and4_1 7, sky130_fd_sc_hd__buf_4 8, sky130_fd_sc_hd__clkbuf_16 17, sky130_fd_sc_hd__clkdlybuf4s50_1 90, sky130_fd_sc_hd__dfxtp_1 167
sky130_fd_sc_hd__ha_1 40, sky130_fd_sc_hd__inv_1 38, sky130_fd_sc_hd__inv_6 7, sky130_fd_sc_hd__mux2_2 8, sky130_fd_sc_hd__mux2i_1 16, sky130_fd_sc_hd__nand2_1 67
sky130_fd_sc_hd__nand3_1 35, sky130_fd_sc_hd__nand3b_1 5, sky130_fd_sc_hd__nand4_1 36, sky130_fd_sc_hd__nor2_1 93, sky130_fd_sc_hd__nor2b_1 5, sky130_fd_sc_hd__nor3_1 17
sky130_fd_sc_hd__nor4_1 16, sky130_fd_sc_hd__nor4b_1 4, sky130_fd_sc_hd__o21ai_0 27, sky130_fd_sc_hd__o21bai_1 4, sky130_fd_sc_hd__o311ai_0 4, sky130_fd_sc_hd__o31ai_1 15
sky130_fd_sc_hd__or2_2 7, sky130_fd_sc_hd__or3_1 11, sky130_fd_sc_hd__xnor2_1 21, sky130_fd_sc_hd__xor2_1 29
-- power breakdown --
group / switching [W] / internal [W] / leakage (nW)
registers: 0.00000146 / 0.000560 / 1.35
logic: 0.0000672 / 0.0000444 / 2.20
clock network: 0.000249 / 0.000287 / 0.287
total: 0.000317 / 0.000891 / 3.83
-- cells by family (layout without fill, tap and decap cells) --
logic type | Yosys count | count (layout) | synth area share [%]
compound gates | 157 | 157 | 12.1
xor+xnor | 50 | 50 | 5.34
fa+ha+maj | 43 | 43 | 6.84
buf+inv | 94 | 168 | 5.20
flops | 167 | 167 | 40.8
mux | 24 | 24 | 3.05
other cells | 1 | 1 | 0.0457
simple gates | 407 | 407 | 26.6
-- critical path: cells and delay by family --
| kind | cells | cell delay [ns] |
|---|---|---|
| fa+ha+maj | 2 | 0.73 |
| compound gates | 6 | 1.27 |
| buf+inv | 3 | 0.76 |
| simple gates | 4 | 1.35 |
| mux | 2 | 0.49 |
-- metal layers --
metal | track usage, % | part of all wire [%] | up-vias
li1 | - | - | 3437
met1 | 32.7 | 48 | 3189
met2 | 35.9 | 46 | 149
met3 | 2.96 | 3.6 | 22
met4 | 3.97 | 1.9 | 0
met5 | 0 | 0 | -
-- path summary, 6_finish.rpt --
path	start	endpoint	slack (ns)	depth (start not counted)
worst max-delay path	A_Data[5]	Sum[30]	5.28	17
worst min register to register	State[6]	State[1]	0.45	1
worst min-delay path	State[6]	State[1]	0.45	1
worst max register to register	State[1]	J[25]	9.26	7
-- per-stage QoR --
stage	util, %	hold slack (ns)	total power [W]	instances
3_5_place_dp	57.4	0.440	0.000685	1201
5_1_grt	61.1	0.478	0.00126	1233
6_report	61.1	0.453	0.00121	1233
4_1_cts	61.1	0.455	0.00122	1233
3_3_place_gp	57.4	0.420	0.000685	1201
2_1_floorplan	-	0.409	0.000657	943
-- cell type report --
cell class                      count  area share [%]
Clock inverter                     14            1.55
Sequential cell                   167            34.3
Clock buffer                       18            4.51
Multi-Input combinational cell    682            45.5
Tap cell                          216            2.78
Timing Repair Buffer               98            9.87
Inverter                           38            1.46
-- flip-flops by register name (all words and copies together) (netlist names) --
register / flops
C_Addr: 7
SAD_Out: 32
O_RW: 1
Sum: 32
I: 32
I_En: 1
J: 32
A_Addr: 15
K: 7
Done: 1
State: 7
Power is estimated from default activity; no workload was simulated.
